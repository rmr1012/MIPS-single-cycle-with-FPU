<file path="design/flow/design.v">
module ALU (a,b,op,c,zero);
	input [31:0] a;
	input [31:0] b;
	input [2:0] op;
	output logic [31:0] c;
	output logic zero;
always_comb begin
	case(op)
	3'b000: c = {1'bx,(a&b)};   
	3'b001: c = {1'bx,(a|b)};   
	3'b010: c = a + b;
	3'b011: c = a ^ b;
	3'b110: c = a + (~b + 1'b1);
	3'b111: c = (a<b) ? 1 : 0;   
	default: c = 0;  
	endcase
	zero = (c == 0) ? 1 : 0;  
end
endmodule
</file>
<file path="design/flow/config.mk">
export PLATFORM = sky130hd
export DESIGN_NAME = ALU
export DESIGN_NICKNAME = ALU
export VERILOG_FILES = /design/flow/design.v
export SDC_FILE = /design/flow/constraint.sdc
export NUM_CORES = 4
export LEC_CHECK = 1
export CORE_UTILIZATION = 30
</file>
<file path="design/flow/constraint.sdc">
current_design ALU

set clk_period 19.5
set clk_io_pct 0.2

create_clock -name clk0 -period $clk_period

set non_clock_inputs [all_inputs -no_clocks]
set_input_delay [expr $clk_period * $clk_io_pct] -clock clk0 $non_clock_inputs
set_output_delay [expr $clk_period * $clk_io_pct] -clock clk0 [all_outputs]
</file>
<file path="design/flow/run.sh">
#!/bin/bash
# OpenROAD 26Q1-2900-gdf79404cd8, Yosys 0.63+post, stock flow scripts
make -C /OpenROAD-flow-scripts/flow DESIGN_CONFIG=/design/flow/config.mk WORK_HOME=/design/flow/orfs finish
</file>
==> results.ini <==
[status]
status = finished clean

[final_timing]
hold_viol = 0
rsz0062_at_grt = no
final.min_clock_period_ns = 12.80
slew_violations = 0
max_freq_ghz = 0.07811
setup_tns_ns = 0
max_slew_margin = 0.4474
hold-worst-slack_ns = 8.901
worstMarginPinSlew_ns = 0.8080
setup_viol = 0
fin_crit_sh = 0.6566

[global_route]
use_met2 = 0.3386
track_usage = 0.2231
grt.busiest_layer = met2
use_met3 = 0.02835
antenna_found_initial = 0
grt_pass1_wl_um = 35080
grt_max_degree = 60
overflow = 0
grt_pass1_vias = 6472
gr-usage-met1 = 0.3257

[layout]
drive_gt1_frac = 0.03071
nClkBuffers = 0
layout_top_cells = ha_1 (102), inv_1 (101), clkdlybuf4s50_1 (99)
ff_count = 0
layoutNonFillerInstCount = 1242
seq_area_um2 = 0
syn_to_final_growth_pct = 20.18
lay_top_count = ha_1

[power_and_ir_drop]
peakVddDrop_mv = 0.008344
internal-power_mw = 0.08996
p_switching_mw = 0.1235
p_leak_nw = 3.213
swShare = 0.5785
pwr-share-comb = 1.000
finalPower_mw = 0.2134
p_per_area_nw_per_um2 = 29.71
clkPwrFrac = 0
seq_power_share = 0

[die]
fp_util = 0.3062
dieArea_um2 = 20500
num_io_pins = 100
core_um2 = 19530
fp.dieH_um = 143.2
die-width_um = 143.2
row_count = 51

[drt]
firstDrtPassIters = 5
drt_iter0_markers = 887
wl_per_cell_um = 18.52
wl_um = 23010
ant_nets = 0
antenna_cells = 0
route.detailed.drc = 0
vias = 7200
vias_per_cell = 5.797

[yosys]
syn_area_per_cell_um2 = 6.491
syn-instance-count = 921
yosysChipArea_um2 = 5978
synth.cell_area_um2 = 5978
synth_cell_types = 77
yosys-stat-cells = 921
yosys_warnings = 1
synth_seq_share = 0

[worst_setup_path]
cp_slowest_stage_delay_ns = 0.58
cp.required_ns = 15.60
cp-start-kind = primary input
critical_path.max_fanout = 4
critPathKind = in2out
critical_path.slowest_cell = or4_1
crit_chain = clkdlybuf4s50_1 > ha_1 > inv_1 > fa_1 > nand2b_1 > a211o_1 > a2111oi_0 > nor3_1 > o21ba_2 > mux2i_1 > o2111ai_1 > or4_1 > or4_1 > nor2_1 > nor4b_2 > clkdlybuf4s50_1
endpoint_kind = output pin
worstPathArrival_ns = 8.90

[placement]
portBuffers = 100
placedCellCount = 1242
post-dp-hpwl_um = 17820
place.gp.congestion = 1.034

[run]
log.warning_count = 102
max-cap-violations = 0

[worst_hold_path]
whs_path_depth = 5
min_to = c[2]
hold_class = in2out
hold_start = op[2]

[clocking]
cts_resized = 0
post_cts_buffers = 0
hold_buffers = 0

-- critical path: cells and delay by family --
family	cells	cell delay, ns
mux	1	0.19
fa+ha+maj	2	0.61
simple gates	6	1.79
compound gates	4	1.34
buf+inv	3	1.06
-- cell usage after synthesis (5+ instances only) --
library cell / instances / area (um2)
a211oi_1: 16 / 120.1
xnor2_1: 11 / 96.34
o211ai_1: 15 / 112.6
buf_1: 7 / 26.28
or4_1: 5 / 37.54
o21ai_0: 63 / 315.3
o22ai_1: 14 / 87.58
ha_1: 102 / 1276
mux2i_1: 17 / 170.2
and2_1: 5 / 31.28
a21o_1: 22 / 165.2
nor3_1: 16 / 80.08
o2111ai_1: 8 / 70.07
a22oi_1: 17 / 127.6
a2111oi_0: 9 / 78.83
nand2_1: 68 / 255.2
nand3_1: 16 / 80.08
nor2b_1: 17 / 106.4
a221o_1: 7 / 70.07
nand4_1: 9 / 56.30
nor4_1: 14 / 87.58
a311oi_1: 5 / 43.79
inv_1: 101 / 379.1
a31oi_1: 11 / 68.82
a211o_1: 7 / 61.31
a21oi_1: 90 / 450.4
clkbuf_1: 46 / 172.7
o21bai_1: 9 / 67.56
o211a_1: 5 / 50.05
nor2_1: 86 / 322.8
nand2b_1: 13 / 81.33
-- layer usage --
| layer | part of all wire | vias to the layer above |
|---|---|---|
| met3 | 0.097 | 58 |
| met5 | 0 | - |
| met4 | 0.035 | 0 |
| met2 | 0.42 | 368 |
| met1 | 0.45 | 3281 |
| li1 | - | 3493 |
-- per-stage QoR --
stage	cell area (um2)	util	setup slack [ns]
final	7184	0.3679	6.697
after global routing	7184	0.3679	6.404
after CTS	7184	0.3679	6.697
after detailed placement	7184	0.3679	6.721
after global placement	7184	0.3679	6.640
after floorplan	5978	-	8.452
-- power by group through the flow --
stage	combinational [mW]	clock (mW)	sequential, mW
final	0.213	0	0
after global routing	0.233	0	0
after CTS	0.210	0	0
-- logic make-up (layout without fill, tap and decap cells) --
group | Yosys count | in the layout | share of synthesized area
xor+xnor | 12 | 12 | 0.01758
simple gates | 272 | 272 | 0.2200
buf+inv | 159 | 215 | 0.1007
mux | 19 | 19 | 0.03411
compound gates | 355 | 355 | 0.4075
fa+ha+maj | 104 | 104 | 0.2202
-- final cells by class --
class,count,area [um2]
Fill cell,2142,12340
Inverter,102,382.9
Multi-Input combinational cell,762,5376
Tap cell,265,331.6
Timing Repair Buffer,113,1094
-- worst max-delay path by stage --
stage / start / to / slack, ns / cells after the start
after CTS: b[0] / zero / 6.70 / 16
final: b[0] / zero / 6.70 / 16
after global routing: a[0] / zero / 6.40 / 16
Power figures rest on the tool's default switching activity, not on a simulated workload.
