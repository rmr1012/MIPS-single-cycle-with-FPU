==> flow/design.v <==
module Control(
	input[5:0]	ins_H,ins_L,
	output logic RegDst,RegWrite,ALUSrc,MemWrite,MemRead,MemToReg,PCSrc,Branch,
	output logic [2:0]outOp,
	output logic FPO
);
logic [1:0] ALUOp;
always_comb begin
	case(ins_H)
		6'b001000: begin RegDst=0; ALUSrc=1; MemToReg=0; RegWrite=1; MemRead=0; MemWrite=0; Branch=0; PCSrc=0; ALUOp=2'b00; FPO=0;end  
		6'b000000: begin RegDst=1; ALUSrc=0; MemToReg=0; RegWrite=1; MemRead=0; MemWrite=0; Branch=0; PCSrc=0; ALUOp=2'b10; FPO=0;end  
		6'b100011: begin RegDst=0; ALUSrc=1; MemToReg=1; RegWrite=1; MemRead=1; MemWrite=0; Branch=0; PCSrc=0; ALUOp=2'b00; FPO=0;end  
		6'b101011: begin RegDst=0; ALUSrc=1; MemToReg=0; RegWrite=0; MemRead=0; MemWrite=1; Branch=0; PCSrc=0; ALUOp=2'b00; FPO=0;end  
		6'b000100: begin RegDst=0; ALUSrc=0; MemToReg=0; RegWrite=0; MemRead=0; MemWrite=0; Branch=1; PCSrc=0; ALUOp=2'b01; FPO=0;end  
		6'b000010: begin RegDst=0; ALUSrc=0; MemToReg=0; RegWrite=0; MemRead=0; MemWrite=0; Branch=0; PCSrc=1; ALUOp=2'b01; FPO=0;end  
		6'b111001: begin RegDst=0; ALUSrc=1; MemToReg=0; RegWrite=0; MemRead=0; MemWrite=1; Branch=0; PCSrc=0; ALUOp=2'b00; FPO=1;end  
		6'b110001: begin RegDst=0; ALUSrc=1; MemToReg=1; RegWrite=1; MemRead=1; MemWrite=0; Branch=0; PCSrc=0; ALUOp=2'b00; FPO=1;end 
		6'b010001: begin RegDst=1; ALUSrc=0; MemToReg=0; RegWrite=1; MemRead=0; MemWrite=0; Branch=0; PCSrc=0; ALUOp=2'b10; FPO=1;end  
		default:   begin RegDst=0; ALUSrc=0; MemToReg=0; RegWrite=1; MemRead=0; MemWrite=0; Branch=0; PCSrc=0; ALUOp=2'b00; FPO=0;end  
	endcase
	if 	(ALUOp==2'b00) begin outOp=3'b010; end  
	else if (ALUOp==2'b01) begin outOp=3'b110; end  
	else if (ALUOp[1] && ins_L==6'b100000) begin outOp=3'b010; end  
	else if (ALUOp[1] && ins_L==6'b100010) begin outOp=3'b110; end  
	else if (ALUOp[1] && ins_L==6'b100100) begin outOp=3'b000; end  
	else if (ALUOp[1] && ins_L==6'b100101) begin outOp=3'b001; end  
	else if (ALUOp[1] && ins_L==6'b101010) begin outOp=3'b111; end  
	else if (ALUOp[1] && ins_L==6'b011000) begin outOp=3'b011; end  
	else begin outOp=3'b011; end  
end
endmodule
==> flow/run.sh <==
#!/bin/bash
# OpenROAD 26Q1-2900-gdf79404cd8, Yosys 0.63+post, stock flow scripts
make -C /OpenROAD-flow-scripts/flow DESIGN_CONFIG=/design/flow/config.mk WORK_HOME=/design/flow/orfs finish
==> flow/config.mk <==
export PLATFORM = sky130hd
export DESIGN_NAME = Control
export DESIGN_NICKNAME = Control
export VERILOG_FILES = /design/flow/design.v
export SDC_FILE = /design/flow/constraint.sdc
export NUM_CORES = 4
export LEC_CHECK = 1
export CORE_AREA = 10 10 70 70
export DIE_AREA = 0 0 80 80
==> flow/constraint.sdc <==
current_design Control

set clk_period 3.7
set clk_io_pct 0.2

create_clock -name clk0 -period $clk_period

set non_clock_inputs [all_inputs -no_clocks]
set_input_delay [expr $clk_period * $clk_io_pct] -clock clk0 $non_clock_inputs
set_output_delay [expr $clk_period * $clk_io_pct] -clock clk0 [all_outputs]
==> results_slide.txt <==
Synthesis and Place & Route Summary

Run status
  – Status: finished clean

Floorplanning
  – Die width: 80 microns
  – I/O pins: 24
  – Pre-Place Util: 6.19%
  – Core area: 0.00342 sq mm
  – Die area: 0.00640 sq mm
  – Die height: 80 microns
  – FP Rows: 21

Synthesis
  – Mapped Area: 211 sq um
  – Ao+oa area frac: 26.6%
  – Area leader, netlist: xnor2_1
  – Yosys stat area: 211 sq um
  – Synth warn: 1
  – Simple-Gate Area Share: 52.7%
  – Top area cell types: xnor2_1 8.3%, a21oi_4 7.7%, buf_4 7.1%, nor3b_1 7.1%, nand2b_1 5.9%
  – Mux frac, synth: 0%
  – Synth logic family: simple AND/OR/NAND/NOR gates
  – Synth Area in XOR/XNOR: 8.28%
  – Distinct lib cells used: 20
  – Yosys top cell by instances: nor2_1
  – # Cells Yosys: 29
  – Post-synth seq share: 0%
  – Post-Syn Instances: 29
  – Synth top area share: 8.28%
  – Adder Share, Synth: 0%
  – Synth Area per Inst: 7.29 sq um

Pwr
  – Combinational power share: 100.0%
  – Pwr/cell area: 69.6 mW/mm^2
  – Total net switching power: 12.4 uW
  – Sw Share: 36.4%
  – Total power: 34.2 uW
  – Int Pwr: 21.7 uW
  – Clock share of power: 0%
  – Seq pwr share: 0%
  – P_leak: 0.140 nW
  – Peak VDD IR: 0.0280 mV

Critical path
  – Beginning of the critical path: ins_H[3]
  – Cells along the critical path: clkdlybuf4s50_1 -> or4_1 -> nor2_1 -> a31o_1 -> clkdlybuf4s50_1
  – CP Class: in -> out
  – CP startpoint kind: primary input
  – Critical path fanouts, max: 6
  – Worst path required time: 2.96 ns
  – Crit end category: output port
  – Delay of the slowest critical-path stage: 0.60 ns
  – Crit path max-delay cell type: or4_1
  – Critical Path AT: 2.63 ns
  – Top cell by count, worst path: clkdlybuf4s50_1

Placement
  – Dpl cells: 97
  – Placed cell areas: 490 sq um
  – GPL Wtd Cong: 0.829
  – DPL Wire Length: 906 microns
  – Pre-CTS setup slack: 0.342 ns
  – Port-buffer cells: 24

Finish
  – Layout area overhead: 132%
  – Non-Filler Instances: 97
  – Design Area, Final: 490 sq um
  – CLK BUF: 0
  – Flop count: 0
  – FF+latch area: 0 sq um
  – Share of layout cells above drive strength 1: 9.80%

CTS
  – Post-cts resize count: 0
  – Post-CTS Setup Bufs: 0
  – Hold_buf cts: 0

Drt
  – Wirelength per Cell: 10.1 microns
  – WL final: 984 microns
  – Antenna Nets Post-Route: 0
  – DRT iter0 DRCs: 2
  – Vias per Instance: 2.98
  – DR pass1 iterations: 2
  – Number of diodes: 0
  – Vias post-DR: 289
  – DRC viols: 0

Global route
  – Initial antenna violation count: 0
  – Global-route wire length before repair: 1.52 mm
  – Number of global-route vias before repair: 321
  – Total global-route track usage: 2.96%
  – Largest net degree at the start of global routing: 8
  – Gr ovfl total: 0

Worst hold path
  – Hold path cells: 3
  – Worst Min Path Start: ins_L[2]
  – Worst hold path class: in -> out

Final timing
  – Total Neg Setup Slack: 0 ns
  – Setup WS post-layout: 0.332 ns
  – F_max: 297 MHz
  – Final setup viols: 0
  – RSZ-0062 raised after global routing: no
  – Max-slew headroom: 70.6%
  – Tmin final: 3.37 ns
  – Worst Tran Pin Value: 0.437 ns
  – Final period utilization: 91.0%
  – Final-report max-slew violation count: 0
  – Final Hold Fails: 0

Flow run
  – Max_cap viols: 0
  – Tool Warnings: 32
layout make-up:
type / count / area, sq um
multi-input cells: 26 / 185
fillers: 404 / 2930
repair buffers: 25 / 248
well taps: 46 / 57.6
power by group through the flow:
stage | Clock (mW) | Sequential (mW) | Combinational, mW
global route | 0 | 0 | 0.0373
finish | 0 | 0 | 0.0342
CTS | 0 | 0 | 0.0346
kinds of logic (layout without fill, tap and decap cells):
| family | count (synthesis) | count (layout) |
|---|---|---|
| AOI/OAI and AO/OA | 6 | 6 |
| xor gates and xnor gates | 2 | 2 |
| buffers and inverters | 3 | 25 |
| and+or+nand+nor | 18 | 18 |
metrics by stage:
stage / utilization, % / hold slack, ns
CTS: 14.4 / 2.50
detailed placement: 14.4 / 2.50
global route: 14.4 / 2.56
floorplan: - / 1.50
global placement: 14.4 / 2.49
finish: 14.4 / 2.49
critical path: cells and delay by family:
kind	cells	cell delay, ns
compound gates	1	0.13
buf+inv	2	0.97
simple gates	2	0.78
final timing paths:
kind / end
setup / recovery: outOp[2]
hold / removal: outOp[1]
routing by layer:
layer / track usage (%) / up-vias / part of all wire (%)
li1: - / 153 / -
met1: 3.63 / 117 / 46
met2: 4.01 / 19 / 33
met3: 2.61 / 0 / 21
met4: 0 / 0 / 0
met5: 0 / - / 0
placed cells by master (no fill, tap or decap):
cell / netlist / final
nand2b_1: 2 / 2
a21boi_2: 1 / 1
clkdlybuf4s50_1: 0 / 24
nand4b_1: 1 / 1
buf_4: 2 / 1
a21oi_4: 1 / 1
or4_4: 1 / 1
nor2_1: 3 / 3
and2_1: 1 / 1
nand2_1: 2 / 2
a31o_1: 1 / 1
or4_1: 1 / 1
or2_2: 1 / 1
o32a_1: 1 / 1
nor4b_1: 1 / 1
nor3_1: 2 / 2
xnor2_1: 2 / 2
nor3b_1: 2 / 2
a21oi_1: 2 / 2
nor4_1: 1 / 1
Power figures rest on the tool's default switching activity, not on a simulated workload.
